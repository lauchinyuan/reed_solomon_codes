## /design/flow/config.mk

```make
export PLATFORM = sky130hd
export DESIGN_NAME = reed_solomon_top
export DESIGN_NICKNAME = reed_solomon_top
export VERILOG_FILES = /design/flow/design.v
export SDC_FILE = /design/flow/constraint.sdc
export NUM_CORES = 4
export LEC_CHECK = 1
export CORE_UTILIZATION = 40
```

## /design/flow/constraint.sdc

```tcl
current_design reed_solomon_top

set clk_period 5.1
set clk_io_pct 0.2

create_clock -name clk0 -period $clk_period [get_ports {clk}]

set non_clock_inputs [all_inputs -no_clocks]
set_input_delay [expr $clk_period * $clk_io_pct] -clock clk0 $non_clock_inputs
set_output_delay [expr $clk_period * $clk_io_pct] -clock clk0 [all_outputs]
```

## /design/flow/design.v

```verilog
`timescale 1ns / 1ps
module gf2_8_add(
        input wire [7:0]    A   ,   
        input wire [7:0]    B   ,   
        output wire[7:0]    S       
    );
    assign S = A ^ B;
endmodule
`timescale 1ns / 1ps
module gf2_8_mul(
        input wire [7:0]    A   ,   
        input wire [7:0]    B   ,   
        output wire[7:0]    P       
    );
    wire [14:0]  t_reg       ;   
    assign t_reg[0]  = (A[0] & B[0]); 
    assign t_reg[1]  = (A[0] & B[1]) ^ (A[1] & B[0]);
    assign t_reg[2]  = (A[0] & B[2]) ^ (A[1] & B[1]) ^ (A[2] & B[0]);
    assign t_reg[3]  = (A[0] & B[3]) ^ (A[1] & B[2]) ^ (A[2] & B[1]) ^ (A[3] & B[0]);
    assign t_reg[4]  = (A[0] & B[4]) ^ (A[1] & B[3]) ^ (A[2] & B[2]) ^ (A[3] & B[1]) ^ (A[4] & B[0]);
    assign t_reg[5]  = (A[0] & B[5]) ^ (A[1] & B[4]) ^ (A[2] & B[3]) ^ (A[3] & B[2]) ^ (A[4] & B[1]) ^ (A[5] & B[0]); 
    assign t_reg[6]  = (A[0] & B[6]) ^ (A[1] & B[5]) ^ (A[2] & B[4]) ^ (A[3] & B[3]) ^ (A[4] & B[2]) ^ (A[5] & B[1]) ^ (A[6] & B[0]);
    assign t_reg[7]  = (A[0] & B[7]) ^ (A[1] & B[6]) ^ (A[2] & B[5]) ^ (A[3] & B[4]) ^ (A[4] & B[3]) ^ (A[5] & B[2]) ^ (A[6] & B[1]) ^ (A[7] & B[0]);
    assign t_reg[8]  = (A[1] & B[7]) ^ (A[2] & B[6]) ^ (A[3] & B[5]) ^ (A[4] & B[4]) ^ (A[5] & B[3]) ^ (A[6] & B[2]) ^ (A[7] & B[1]);
    assign t_reg[9]  = (A[2] & B[7]) ^ (A[3] & B[6]) ^ (A[4] & B[5]) ^ (A[5] & B[4]) ^ (A[6] & B[3]) ^ (A[7] & B[2]);
    assign t_reg[10] = (A[3] & B[7]) ^ (A[4] & B[6]) ^ (A[5] & B[5]) ^ (A[6] & B[4]) ^ (A[7] & B[3]);
    assign t_reg[11] = (A[4] & B[7]) ^ (A[5] & B[6]) ^ (A[6] & B[5]) ^ (A[7] & B[4]);
    assign t_reg[12] = (A[5] & B[7]) ^ (A[6] & B[6]) ^ (A[7] & B[5]);
    assign t_reg[13] = (A[6] & B[7]) ^ (A[7] & B[6]);
    assign t_reg[14] = (A[7] & B[7]);
    assign P[0] = t_reg[0] ^ t_reg[8]  ^ t_reg[12] ^ t_reg[13] ^ t_reg[14];
    assign P[1] = t_reg[1] ^ t_reg[9]  ^ t_reg[13] ^ t_reg[14]            ;
    assign P[2] = t_reg[2] ^ t_reg[8]  ^ t_reg[10] ^ t_reg[12] ^ t_reg[13];
    assign P[3] = t_reg[3] ^ t_reg[8]  ^ t_reg[9]  ^ t_reg[11] ^ t_reg[12];
    assign P[4] = t_reg[4] ^ t_reg[8]  ^ t_reg[9]  ^ t_reg[10] ^ t_reg[14];
    assign P[5] = t_reg[5] ^ t_reg[9]  ^ t_reg[10] ^ t_reg[11]            ;
    assign P[6] = t_reg[6] ^ t_reg[10] ^ t_reg[11] ^ t_reg[12]            ;
    assign P[7] = t_reg[7] ^ t_reg[11] ^ t_reg[12] ^ t_reg[13]            ;
endmodule
`timescale 1ns / 1ps
module reed_solomon_decoder(
        input wire          clk         ,  
        input wire          rst_n       ,  
        input wire  [7:0]   data_in     ,  
        output wire [7:0]   encode_out     
    );
    wire [7:0] feedback     ;
    wire [7:0] g  [31:0]    ;
    wire [7:0] s  [31:0]    ;
    wire [7:0] r_q [31:0]   ;
    reg [7:0] cnt          ;
    parameter ALPHA_18  =   8'h2d,
              ALPHA_251 =   8'hd8,
              ALPHA_215 =   8'hef,
              ALPHA_28  =   8'h18,
              ALPHA_80  =   8'hfd,
              ALPHA_107 =   8'h68,
              ALPHA_248 =   8'h1b,
              ALPHA_53  =   8'h28,
              ALPHA_84  =   8'h6b,
              ALPHA_194 =   8'h32,
              ALPHA_91  =   8'ha3,
              ALPHA_59  =   8'hd2,
              ALPHA_176 =   8'he3,
              ALPHA_99  =   8'h86,
              ALPHA_203 =   8'he0,
              ALPHA_137 =   8'h9e,
              ALPHA_43  =   8'h77,
              ALPHA_104 =   8'h0d,
              ALPHA_0   =   8'h01,
              ALPHA_44  =   8'hee,
              ALPHA_149 =   8'ha4,
              ALPHA_148 =   8'h52,
              ALPHA_218 =   8'h2b,
              ALPHA_75  =   8'h0f,
              ALPHA_11  =   8'he8,
              ALPHA_173 =   8'hf6,
              ALPHA_254 =   8'h8e,
              ALPHA_109 =   8'hbd,
              ALPHA_8   =   8'h1d;
    always @ (posedge clk or negedge rst_n) begin
        if(rst_n == 1'b0) begin
            cnt <= 8'b0;
        end else if(cnt == 8'd255) begin
            cnt <= 8'b0;
        end else begin
            cnt <= cnt + 8'd1;
        end
    end
    gf2_8_mul gf2_8_mul_0(
        .A   (feedback),  
        .B   (ALPHA_18),  
        .P   (g[0])   
    );
    gf2_8_mul gf2_8_mul_1(
        .A   (feedback),  
        .B   (ALPHA_251),  
        .P   (g[1])   
    );
    gf2_8_mul gf2_8_mul_2(
        .A   (feedback),  
        .B   (ALPHA_215),  
        .P   (g[2])   
    );
    gf2_8_mul gf2_8_mul_3(
        .A   (feedback),  
        .B   (ALPHA_28),  
        .P   (g[3])   
    );
    gf2_8_mul gf2_8_mul_4(
        .A   (feedback),  
        .B   (ALPHA_80),  
        .P   (g[4])   
    );
    gf2_8_mul gf2_8_mul_5(
        .A   (feedback),  
        .B   (ALPHA_107),  
        .P   (g[5])   
    );
    gf2_8_mul gf2_8_mul_6(
        .A   (feedback),  
        .B   (ALPHA_248),  
        .P   (g[6])   
    );
    gf2_8_mul gf2_8_mul_7(
        .A   (feedback),  
        .B   (ALPHA_53),  
        .P   (g[7])   
    );
    gf2_8_mul gf2_8_mul_8(
        .A   (feedback),  
        .B   (ALPHA_84),  
        .P   (g[8])   
    );
    gf2_8_mul gf2_8_mul_9(
        .A   (feedback),  
        .B   (ALPHA_194),  
        .P   (g[9])   
    );
    gf2_8_mul gf2_8_mul_10(
        .A   (feedback),  
        .B   (ALPHA_91),  
        .P   (g[10])   
    );
    gf2_8_mul gf2_8_mul_11(
        .A   (feedback),  
        .B   (ALPHA_59),  
        .P   (g[11])   
    );
    gf2_8_mul gf2_8_mul_12(
        .A   (feedback),  
        .B   (ALPHA_176),  
        .P   (g[12])   
    );
    gf2_8_mul gf2_8_mul_13(
        .A   (feedback),  
        .B   (ALPHA_99),  
        .P   (g[13])   
    );
    gf2_8_mul gf2_8_mul_14(
        .A   (feedback),  
        .B   (ALPHA_203),  
        .P   (g[14])   
    );
    gf2_8_mul gf2_8_mul_15(
        .A   (feedback),  
        .B   (ALPHA_137),  
        .P   (g[15])   
    );
    gf2_8_mul gf2_8_mul_16(
        .A   (feedback),  
        .B   (ALPHA_43),  
        .P   (g[16])   
    );
    gf2_8_mul gf2_8_mul_17(
        .A   (feedback),  
        .B   (ALPHA_104),  
        .P   (g[17])   
    );
    gf2_8_mul gf2_8_mul_18(
        .A   (feedback),  
        .B   (ALPHA_137),  
        .P   (g[18])   
    );
    gf2_8_mul gf2_8_mul_19(
        .A   (feedback),  
        .B   (ALPHA_0),  
        .P   (g[19])   
    );
    gf2_8_mul gf2_8_mul_20(
        .A   (feedback),  
        .B   (ALPHA_44),  
        .P   (g[20])   
    );
    gf2_8_mul gf2_8_mul_21(
        .A   (feedback),  
        .B   (ALPHA_149),  
        .P   (g[21])   
    );
    gf2_8_mul gf2_8_mul_22(
        .A   (feedback),  
        .B   (ALPHA_148),  
        .P   (g[22])   
    );
    gf2_8_mul gf2_8_mul_23(
        .A   (feedback),  
        .B   (ALPHA_218),  
        .P   (g[23])   
    );
    gf2_8_mul gf2_8_mul_24(
        .A   (feedback),  
        .B   (ALPHA_75),  
        .P   (g[24])   
    );
    gf2_8_mul gf2_8_mul_25(
        .A   (feedback),  
        .B   (ALPHA_11),  
        .P   (g[25])   
    );
    gf2_8_mul gf2_8_mul_26(
        .A   (feedback),  
        .B   (ALPHA_173),  
        .P   (g[26])   
    );
    gf2_8_mul gf2_8_mul_27(
        .A   (feedback),  
        .B   (ALPHA_254),  
        .P   (g[27])   
    );
    gf2_8_mul gf2_8_mul_28(
        .A   (feedback),  
        .B   (ALPHA_194),  
        .P   (g[28])   
    );
    gf2_8_mul gf2_8_mul_29(
        .A   (feedback),  
        .B   (ALPHA_109),  
        .P   (g[29])   
    );
    gf2_8_mul gf2_8_mul_30(
        .A   (feedback),  
        .B   (ALPHA_8),  
        .P   (g[30])   
    );
    gf2_8_mul gf2_8_mul_31(
        .A   (feedback),  
        .B   (ALPHA_11),  
        .P   (g[31])   
    );
    genvar i;
    generate
        for(i=0;i<=30;i=i+1) begin: adder_inst
            gf2_8_add gf2_8_add_inst_i(
                .A   (g[i+1]),   
                .B   (r_q[i]),   
                .S   (s[i])      
            );
        end
    endgenerate
    gf2_8_add gf2_8_add_feedback_gen(
        .A   (r_q[31]),   
        .B   (data_in),   
        .S   (s[31]  )    
    );
    reg_8bit r0(
        .clk     (clk),
        .rst_n   (rst_n),
        .d_in    (g[0]),   
        .q_out   (r_q[0])  
    );
    generate
        for(i=1;i<=31;i=i+1) begin: reg_inst
            reg_8bit regi_inst(
                .clk     (clk),
                .rst_n   (rst_n),
                .d_in    (s[i-1]),   
                .q_out   (r_q[i])    
            );
        end
    endgenerate  
    assign feedback = (cnt <= 223)? data_in : 8'b0;
    assign encode_out = (cnt <= 223)? data_in: r_q[31];
endmodule
`timescale 1ns / 1ps
module reed_solomon_top(
        input wire          clk     ,
        input wire          rst_n   ,
        input wire [7:0]    data_in ,
        output wire[7:0]    code_out
    );
    reed_solomon_decoder reed_solomon_decoder_inst(
        .clk         (clk       ),  
        .rst_n       (rst_n     ),  
        .data_in     (data_in   ),  
        .encode_out  (code_out  )   
    );
endmodule
`timescale 1ns / 1ps
module reg_8bit(
        input   wire        clk     ,
        input   wire        rst_n   ,
        input   wire [7:0]  d_in    ,   
        output  reg  [7:0]  q_out       
    );
    always @ (posedge clk or negedge rst_n) begin
        if(rst_n == 1'b0) begin
            q_out <= 8'b0;
        end else begin
            q_out <= d_in;
        end
    end
endmodule
```

## /design/flow/run.sh

```bash
#!/bin/bash
# OpenROAD 26Q1-2900-gdf79404cd8, Yosys 0.63+post, stock flow scripts
make -C /OpenROAD-flow-scripts/flow DESIGN_CONFIG=/design/flow/config.mk WORK_HOME=/design/flow/orfs finish
```

==> flow_summary_export.csv <==
group,metric,value,unit
status,status,"complete, no violations",
route,ant_nets,0,
yosys,avgSynthCellArea,12.4,sq um
worst_setup_path,crit_start,"data_in[7]",
route,detail_route.wl_per_cell,20.1,microns
layout,syn2layout_area_growth,14.2,%
worst_setup_path,path_class,"input pin to output port",
power_and_ir_drop,p_int,0.00529,W
floorplanning,fp_util,40.7,%
worst_setup_path,path_max_fanout,8,
hold_path,min-delay-path-class,"flop to flop",
clock_network,numCtsBuffers,28,
power_and_ir_drop,sw_frac_of_total,29.7,%
power_and_ir_drop,clkPwrFrac,26.4,%
worst_setup_path,crit_arrival,2.85,ns
yosys,yosys_cells,915,
yosys,synth_seq_share,58.3,%
final_timing,worstMarginPinSlew,0.964,ns
yosys,yosys_warnings,2,
grt,antenna_found_initial,1,
placed_design,gp_congestion,0.890,
layout,fin_area,13000,sq um
yosys,yosys_area,11300,sq um
placed_design,dpl_cell_area,12000,sq um
power_and_ir_drop,p_leak,5.66,nW
clock_network,cts_setup_buffers,0,
clock_network,clkLatencyLatePin,0.54,ns
clock_network,cts_tree,"yes",
worst_setup_path,timing.rr.start,"reed_solomon_decoder_inst.cnt[6]",
final_timing,drv_slew,0,
worst_setup_path,endpoint_kind,"output port",
clock_network,post_cts_resized,0,
final_timing,rsz0062_at_grt,"false",
yosys,yosysTopAreaCell,"dfrtp_1",
grt,grt_overflow,0,
route,wl,27100,microns
power_and_ir_drop,p_switching,0.00223,W
clock_network,cts.sinks,264,
yosys,yosysTopAreaCellShare,58.3,%
hold_path,hold_path_depth,1,
yosys,syn-cell-area,11300,sq um
yosys,ys_ff,264,
power_and_ir_drop,p_per_area,581,nW/um^2
final_timing,skew,0.0121,ns
floorplanning,num_rows,61,
grt,first_global_vias,6378,
grt,grt_use_total,20.8,%
route,drc,0,
final_timing,finalSetupViolCount,0,
floorplanning,core,27900,sq um
layout,layout-drive-gt1-share,9.27,%
power_and_ir_drop,combPwrFrac,24.8,%
worst_setup_path,r2r_slack,2.29,ns
job,cap_violations,0,
yosys,synth-edff-count,0,
clock_network,cts_root_buf,"clkbuf_16",
route,viasPerCell,4.53,
job,warnings,27,
clock_network,htreeDepth,1,
grt,grt_pass1_wl,41400,microns
yosys,async_flop_share,100,%
route,first_iter_violations,375,
clock_network,clock_path_buffers,3,
power_and_ir_drop,seq_power_share,48.8,%
worst_setup_path,reg2regPathDepth,6,
floorplanning,ios,18,
worst_setup_path,critPathLaunchType,"input pin",
layout,stdcell_count,1349,
placed_design,dp.cells,1300,
route,num_vias,6115,
final_timing,fin_tns_setup,0,ns
yosys,ff_type,"dfrtp_1",
power_and_ir_drop,peakVddDrop,262,uV
final_timing,hold_viol,0,
final_timing,relSlewSlack,35.5,%
yosys,yosys.cell_types.count,29,
grt,grt_max_degree,119,
power_and_ir_drop,p_total,0.00752,W
yosys,synthMostInstantiatedCell,"dfrtp_1",
worst_setup_path,required,4.08,ns
floorplanning,fp.dieH,170,microns
final_timing,period_minus_slack,3.87,ns
floorplanning,die_area,29000,sq um
clock_network,clk_pin_slew_worst_paths,0.06,ns
route,n_antenna_cell,0,
placed_design,dp_hpwl,18800,microns
final_timing,period_used_share,75.8,%
placed_design,numPortBuffers,17,
floorplanning,die_w,170,microns
final_timing,hold_ws,0.431,ns
clock_network,postCtsHoldBufs,0,
yosys,syn_inst,915,
final_timing,fmax,0.259,GHz
route,drtPass1Iterations,4,
yosys,top_cells_by_count,"dfrtp_1 (264), xnor2_1 (232), xor2_1 (159)",
yosys,area_leaders,"dfrtp_1 (58%), xnor2_1 (18%), xor2_1 (12%), nand2_1 (3.8%), nor2_1 (1.5%)",
flip-flops by register name, summed over array words and instances, names as in the netlist:
name,count
reed_solomon_decoder_inst.cnt,8
reed_solomon_decoder_inst.r0.q_out,8
reed_solomon_decoder_inst.reg_inst.regi_inst.q_out,248
worst max-delay path: stages:
cell and delay, ns:
clkdlybuf4s50_1 0.90, nand2_1 0.32, nand2_1 0.14, clkdlybuf4s50_1 0.47
kinds of logic (layout without fill, tap and decap cells):
logic type | Yosys count | count (layout) | synth area share, %
XOR/XNOR | 400 | 400 | 31.9
flip-flops | 264 | 264 | 58.3
AND/OR/NAND/NOR | 205 | 205 | 7.67
buffers and inverters | 39 | 95 | 1.70
AND-OR/OR-AND | 4 | 4 | 0.199
multiplexers | 2 | 2 | 0.177
adder cells (fa/ha/maj) | 1 | 1 | 0.110
cell type report:
cell class | instances | area [sq um]
clock buffers | 42 | 845
clock inverters | 7 | 67.6
fillers | 2494 | 14900
inverters | 1 | 3.75
multi-input cells | 612 | 4560
flip-flops and latches | 264 | 6610
well taps | 378 | 473
repair buffers | 45 | 398
layer usage:
metal  track usage (%)  part of all wire, %  routed length, microns
met1              32.3                   45                   12200
met2              30.3                   45                   12100
met3              6.13                  7.7                    2080
met4              3.92                  2.4                     659
met5                 0                    0                       0
power groups by stage:
| stage | Clock, W | Combinational (W) | Sequential, W |
|---|---|---|---|
| 4_1_cts | 0.00204 | 0.00190 | 0.00368 |
| 6_report | 0.00199 | 0.00187 | 0.00367 |
| 5_1_grt | 0.00211 | 0.00207 | 0.00377 |
per-stage QoR:
step | worst slack, ns | utilization [%]
after CTS | 1.18 | 46.5
after floorplan | 2.26 | -
after global placement | 0.911 | 43.2
after detailed placement | 0.946 | 43.2
final | 1.23 | 46.5
after global routing | 1.15 | 46.5
final timing paths:
path                                                   end
worst max-delay path                           code_out[7]
min in group asynchronous       asynchronous set/reset pin
worst max register to register                        flop
worst min register to register                        flop
worst min-delay path                                  flop
max in group asynchronous       asynchronous set/reset pin
placed cells by master, fill, tap and decap left out, drive strengths merged:
cell type      synthesis  layout
a21oi                  2       2
xnor2                233     233
and3                   2       2
nand3                  4       4
xor2                 165     165
and2                  16      16
o31ai                  1       1
clkbuf                 6      42
nand2b                 1       1
nor2                  46      46
bufinv                 0       1
dfrtp                264     264
xnor3                  2       2
nand2                116     116
mux2i                  2       2
clkdlybuf4s50          0      16
ha                     1       1
o21ai                  1       1
buf                   32      29
nor3                  16      16
clkinv                 0       5
or2                    4       4
inv                    1       2
Power and IR drop assume default switching activity.
